==> flow/design.v <==
module fifo_buffer #(
    parameter DEPTH = 16,   
    parameter WIDTH = 8     
) (
    input  wire             clk,        
    input  wire             rst,        
    input  wire             wr_en,      
    input  wire             rd_en,      
    input  wire [WIDTH-1:0] data_in,    
    output reg  [WIDTH-1:0] data_out,   
    output wire             full,       
    output wire             empty       
);
  localparam MAX_VALUE = DEPTH - 1;
  wire [$clog2(DEPTH)-1:0] FULL_NUMBER = MAX_VALUE[$clog2(DEPTH)-1:0];
  reg [WIDTH-1:0] memory[0:DEPTH-1];
  reg [$clog2(DEPTH)-1:0] write_pointer = 0, read_pointer = 0;
  reg [$clog2(DEPTH)-1:0] count = 0;   
  assign full  = (count == FULL_NUMBER);   
  assign empty = (count == 0);   
  integer i;
  always @(posedge clk) begin
    if (rst) begin
      write_pointer <= 0;
      read_pointer <= 0;
      data_out <= 0;
      count <= 0;
      for (i = 0; i < DEPTH; i = i + 1) begin
        memory[i] <= {WIDTH{1'b0}};   
      end
    end else begin
      if (empty == 1'b0) data_out <= memory[read_pointer];   
      if (wr_en == 1'b1 && full == 1'b0) begin
        memory[write_pointer] <= data_in;   
        write_pointer <= write_pointer + 1;   
        count <= count + 1;
        if (empty == 1'b1) begin
          data_out <= data_in;
        end
      end
      if (rd_en == 1'b1 && empty == 1'b0) begin
        read_pointer <= read_pointer + 1;   
        if (empty == 1'b1) data_out <= memory[read_pointer+1];   
        count <= count - 1;
      end
      if (wr_en == 1'b1 && rd_en == 1'b1 && ~(full == 1'b1 || empty == 1'b1)) begin
        count <= count;
      end
    end
  end
endmodule
module flexiable_buffer #(
    parameter IN_WIDTH   = 8,    
    parameter OUT_WIDTH  = 16,   
    parameter FIFO_DEPTH = 16    
) (
    input  wire                 clk,
    input  wire                 rst,        
    input  wire                 wr_en,      
    input  wire                 rd_en,      
    input  wire [ IN_WIDTH-1:0] data_in,    
    output wire [OUT_WIDTH-1:0] data_out,   
    output wire                 full,       
    output wire                 empty       
);
  generate
    if (IN_WIDTH > OUT_WIDTH) begin : P2S_MODE
      wire [OUT_WIDTH-1:0] p2s_serial_out;
      wire [IN_WIDTH-1:0] p2s_parallel_in;
      wire p2s_valid;
      wire p2s_busy;
      wire fifo_empty;
      wire max_reached;
      wire load_signal;
      assign load_signal = !max_reached && !p2s_busy && !fifo_empty;
      trans_counter #(
          .WIDTH(IN_WIDTH),
          .MAX_VALUE(FIFO_DEPTH - 1)
      ) p2s_trans_counter (
          .clk(clk),
          .rst(rst),
          .inc(load_signal),
          .dec(rd_en),
          .max_reached(max_reached)
      );
      fifo_buffer #(
          .DEPTH(FIFO_DEPTH),
          .WIDTH(IN_WIDTH)
      ) HighFIFO (
          .clk(clk),
          .rst(rst),
          .wr_en(wr_en),
          .rd_en(load_signal),
          .data_in(data_in),
          .data_out(p2s_parallel_in),
          .full(full),
          .empty(fifo_empty)
      );
      parallel_to_serial #(
          .P_WIDTH(IN_WIDTH),
          .S_WIDTH(OUT_WIDTH)
      ) P2S (
          .clk(clk),
          .rst(rst),
          .load(rd_en),
          .parallel_in(p2s_parallel_in),
          .serial_out(p2s_serial_out),
          .valid(p2s_valid),
          .busy(p2s_busy)
      );
      fifo_buffer #(
          .DEPTH(FIFO_DEPTH * IN_WIDTH / OUT_WIDTH),
          .WIDTH(OUT_WIDTH)
      ) LowFIFO (
          .clk(clk),
          .rst(rst),
          .wr_en(p2s_valid),
          .rd_en(rd_en),
          .data_in(p2s_serial_out),
          .data_out(data_out),
          .full(),
          .empty(empty)
      );
    end   
    else if (IN_WIDTH < OUT_WIDTH) begin : S2P_MODE
      wire [OUT_WIDTH-1:0] s2p_parallel_out;
      wire [IN_WIDTH-1:0] s2p_serial_in;
      wire s2p_valid;
      wire fifo_empty;
      wire max_reached;
      wire load_signal;
      assign load_signal = !max_reached && !fifo_empty;
      trans_counter #(
          .WIDTH(IN_WIDTH),
          .MAX_VALUE(FIFO_DEPTH * IN_WIDTH / OUT_WIDTH - 1)
      ) p2s_trans_counter (
          .clk(clk),
          .rst(rst),
          .inc(load_signal),
          .dec(rd_en),
          .max_reached(max_reached)
      );
      fifo_buffer #(
          .DEPTH(FIFO_DEPTH * OUT_WIDTH / IN_WIDTH),
          .WIDTH(IN_WIDTH)
      ) LowFIFO (
          .clk(clk),
          .rst(rst),
          .wr_en(wr_en),
          .rd_en(load_signal),
          .data_in(data_in),
          .data_out(s2p_serial_in),
          .full(full),
          .empty(fifo_empty)
      );
      serial_to_parallel #(
          .S_WIDTH(IN_WIDTH),
          .P_WIDTH(OUT_WIDTH)
      ) S2P (
          .clk(clk),
          .rst(rst),
          .load(load_signal),
          .serial_in(s2p_serial_in),
          .parallel_out(s2p_parallel_out),
          .valid(s2p_valid)
      );
      fifo_buffer #(
          .DEPTH(FIFO_DEPTH),
          .WIDTH(OUT_WIDTH)
      ) HighFIFO (
          .clk(clk),
          .rst(rst),
          .wr_en(s2p_valid),
          .rd_en(rd_en),
          .data_in(s2p_parallel_out),
          .data_out(data_out),
          .full(),
          .empty(empty)
      );
    end   
    else begin : DIRECT_MODE
      fifo_buffer #(
          .DEPTH(FIFO_DEPTH),
          .WIDTH(IN_WIDTH)
      ) DirectFIFO (
          .clk(clk),
          .rst(rst),
          .wr_en(wr_en),
          .rd_en(rd_en),
          .data_in(data_in),
          .data_out(data_out),
          .full(full),
          .empty(empty)
      );
    end
  endgenerate
endmodule
module serial_to_parallel #(
    parameter S_WIDTH = 8,   
    parameter P_WIDTH = 64   
) (
    input  wire               clk,            
    input  wire               rst,            
    input  wire               load,           
    input  wire [S_WIDTH-1:0] serial_in,      
    output reg  [P_WIDTH-1:0] parallel_out,   
    output reg                valid           
);
  localparam COUNT_MAX = P_WIDTH / S_WIDTH;   
  reg [  P_WIDTH-S_WIDTH-1:0] shift_reg;   
  reg [$clog2(COUNT_MAX)-1:0] counter;   
  always @(posedge clk) begin
    if (rst) begin
      shift_reg <= 0;
      counter <= 0;
      parallel_out <= 0;
      valid <= 0;
    end else if (load && counter != COUNT_MAX) begin
      shift_reg <= {shift_reg[P_WIDTH-2*S_WIDTH-1:0], serial_in};
      counter   <= counter + 1;
    end else if (counter == COUNT_MAX) begin
      parallel_out <= {shift_reg, serial_in};
      shift_reg <= 0;
      valid <= 1;   
      counter <= 0;   
    end
    if (valid == 1) begin
      valid <= 0;   
      parallel_out <= 0;
    end
  end
endmodule
module trans_counter #(
    parameter WIDTH     = 8,    
    parameter MAX_VALUE = 255   
) (
    input  wire clk,          
    input  wire rst,          
    input  wire inc,          
    input  wire dec,          
    output reg  max_reached   
);
  reg [WIDTH-1:0] count;   
  wire [WIDTH-1:0] MAX_VALUE_W = MAX_VALUE;
  always @(posedge clk) begin
    if (rst) begin
      count <= 0;
      max_reached <= 0;
    end else begin
      if (inc && count < MAX_VALUE_W) begin
        count <= count + 1;
      end   
      else if (dec && count > 0) begin
        count <= count - 1;
      end
      if (count == MAX_VALUE_W) begin
        max_reached <= 1;
      end else begin
        max_reached <= 0;
      end
    end
  end
endmodule
==> flow/run.sh <==
#!/bin/bash
# OpenROAD 26Q1-2900-gdf79404cd8, Yosys 0.63+post, stock flow scripts
make -C /OpenROAD-flow-scripts/flow DESIGN_CONFIG=/design/flow/config.mk WORK_HOME=/design/flow/orfs finish
==> flow/config.mk <==
export PLATFORM = sky130hd
export DESIGN_NAME = flexiable_buffer
export DESIGN_NICKNAME = flexiable_buffer
export VERILOG_FILES = /design/flow/design.v
export SDC_FILE = /design/flow/constraint.sdc
export NUM_CORES = 4
export LEC_CHECK = 1
export CORE_AREA = 10 10 104 104
export DIE_AREA = 0 0 114 114
==> flow/constraint.sdc <==
current_design flexiable_buffer

set clk_period 2.7
set clk_io_pct 0.2

create_clock -name clk0 -period $clk_period [get_ports {clk}]

set non_clock_inputs [all_inputs -no_clocks]
set_input_delay [expr $clk_period * $clk_io_pct] -clock clk0 $non_clock_inputs
set_output_delay [expr $clk_period * $clk_io_pct] -clock clk0 [all_outputs]
==> qor.yml <==
sta:
  fin_crit_ns: 2.56
  setup_viol: 0
  hold_viol: 0
  fin_skew_ns: 0.00469
  tightest_slew_ns: 0.590
  max-slew-margin-rel: 0.605
  setup_tns_ns: 0
  fin_crit_sh: 0.949
  fin_ws_ns: 0.137
  timing.final.max_slew_violations: 0
  fin_hold_ws_ns: 0.509
  max_freq_mhz: 390
  rsz0062_at_grt: "true"
synthesis:
  syn_inst: 152
  ys_cells: 152
  syn_area_um2: 1320
  yosys_area_um2: 1320
  avgSynthCellArea_um2: 8.70
  postSynthSeqShare: 0.272
  synth-edff-count: 0
  aoi_share: 0.148
  synthMuxAreaShare: 0.0605
  ys_sh_xor: 0.0795
  ys_sh_adder: 0.125
  logic_family: "simple AND/OR/NAND/NOR gates"
  simple_gate_area_frac: 0.199
  synth-seq-cells: 18
  synthFlopType: "dfxtp_1"
  synth_warnings: 5
  synth.distinct_cells: 38
  ys_async_sr_fraction: 0
min_path:
  hp-class: "reg2reg"
  whs_endpoint: "genblk1.S2P_MODE.LowFIFO.count[4]"
  min_from: "genblk1.S2P_MODE.LowFIFO.count[4]"
  holdPathStages: 2
flow_run:
  drv_cap: 0
  warnings: 34
floorplanning:
  io_pins: 30
  initCoreUtil: 0.152
  dieArea_um2: 13000
  rows: 34
  core_um2: 8680
  die-height_um: 114
  die_w_um: 114
detailed_routing:
  routed_via_density: 3.56
  vias: 998
  avgRoutedWirePerCell_um: 8.65
  wirelength_mm: 2.42
  antenna_left: 0
  route.detailed.drc: 0
  drt-initial-drc-count: 35
  antennaDiodeCount: 0
  first_pass_iters: 3
setup_path:
  required_ns: 2.89
  critPathLaunchType: "register"
  worstReg2RegEnd: "genblk1.S2P_MODE.p2s_trans_counter.count[6]"
  critPathKind: "reg2reg"
  worstSetupEndpointType: "register"
  slowest_delay_ns: 0.55
  cp_slowest_cell: "or4_4"
  cp_max_fo: 9
  ff2ff_path_depth: 10
  cp_data_arrival_time_ns: 2.75
  rr_startpoint: "genblk1.S2P_MODE.p2s_trans_counter.count[5]"
  reg2reg_slack_ns: 0.14
  crit_chain: "or4_4 > nor3b_4 > nand2_4 > ha_1 > buf_4 > o21ai_0 > o211ai_1 > o41a_1 > a31o_2 > a21oi_1"
layout:
  layoutNonFillerInstCount: 280
  fill_cells: 985
  layout-drive-gt1-share: 0.163
  utilization: 0.187
  syn_to_final_growth_pct: 22.5
cts:
  cts.sinks: 18
  cts_buffers: 3
  ctsHtreeMaxLevel: 1
  clock_latency_ns: 0.25
  cts_buffer_depth: 2
  root_buffer: "clkbuf_8"
  cts_tree: "done"
  clkTransAtPathRegs_ns: 0.07
  hold_buffers: 0
grt:
  grt_pass1_wl_mm: 4.17
  antenna_found_initial: 0
  grt_max_degree: 14
  track_usage: 0.0360
  overflow: 0
  grt_pass1_vias: 955
place:
  io_buffers: 5
  finalWeightedCongestion: 0.786
  dp_cells: 276
  pre_cts_ws_ns: -0.0143
  dpl.hpwl_mm: 1.94
power:
  leakage_nw: 0.678
  powerDensity_nw_per_um2: 1450
  max-vdd-ir-drop_uv: 298
run_status:
  outcome: "finished, final reports clean"
-- metal layers --
metal	share of wire	global-route usage
met5	0	0
met4	0.015	0.00585
met3	0.010	0.00425
met2	0.47	0.0581
met1	0.50	0.0511
-- flip-flops by register name (all words and copies together) (netlist names) --
| signal | count |
|---|---|
| genblk1.S2P_MODE.HighFIFO.count | 4 |
| genblk1.S2P_MODE.LowFIFO.count | 5 |
| genblk1.S2P_MODE.p2s_trans_counter.count | 8 |
| genblk1.S2P_MODE.p2s_trans_counter.max_reached | 1 |
-- Yosys cell counts, types with 2 or more instances --
| library cell | number | area, µm² |
|---|---|---|
| buf_4 | 16 | 120 |
| ha_1 | 10 | 125 |
| nand3_1 | 3 | 15.0 |
| or3_1 | 2 | 12.5 |
| nor2b_1 | 2 | 12.5 |
| o21ai_0 | 4 | 20.0 |
| o31ai_1 | 2 | 15.0 |
| a21o_1 | 3 | 22.5 |
| nand2_1 | 9 | 33.8 |
| xnor2_1 | 4 | 35.0 |
| mux2i_1 | 8 | 80.1 |
| dfxtp_1 | 18 | 360 |
| fa_1 | 2 | 40.0 |
| xor2_1 | 8 | 70.1 |
| clkbuf_1 | 2 | 7.51 |
| nor3_1 | 4 | 20.0 |
| inv_1 | 3 | 11.3 |
| nor2_1 | 18 | 67.6 |
| a211oi_1 | 3 | 22.5 |
| nand2b_1 | 2 | 12.5 |
| a21oi_1 | 12 | 60.1 |
-- worst max-delay path, delay by kind of cell (launching register included) --
family                     cells  cell delay (ns)
and+or+nand+nor                3             0.92
AOI/OAI and AO/OA              5             0.79
DFF                            1             0.31
adders and majority gates      1             0.31
buffers and inverters          1             0.15
-- stage by stage --
stage	cell area (µm²)	total power [mW]
final	1620	2.34
after detailed placement	1540	2.07
after global placement	1540	2.05
after floorplan	1380	1.66
after CTS	1600	2.33
after global routing	1620	2.59
-- report_power, final --
group	internal, mW	switching [mW]	total, mW
registers	0.364	0.0949	0.459
clock network	0.129	0.0902	0.220
logic	0.866	0.799	1.67
-- worst max-delay path by stage --
| stage | startpoint | endpoint | cells after the start |
|---|---|---|---|
| final | genblk1.S2P_MODE.p2s_trans_counter.count[5] | genblk1.S2P_MODE.p2s_trans_counter.count[6] | 10 |
| after global routing | genblk1.S2P_MODE.p2s_trans_counter.count[5] | genblk1.S2P_MODE.p2s_trans_counter.count[7] | 9 |
| after CTS | genblk1.S2P_MODE.p2s_trans_counter.count[5] | genblk1.S2P_MODE.p2s_trans_counter.count[7] | 9 |
-- final cells by class --
cell class | instances | area (µm²) | share of cell area
Multi-Input combinational cell | 127 | 896 | 0.553
Clock buffer | 4 | 55.1 | 0.0340
Tap cell | 108 | 135 | 0.0834
Sequential cell | 18 | 360 | 0.222
Inverter | 3 | 11.3 | 0.00695
Timing Repair Buffer | 20 | 163 | 0.100
-- placed cells by master, fill, tap and decap left out, types with 2 or more instances in the layout --
master,instances
o21ai_0,4
inv_1,3
nor2_1,18
or3_1,2
o31ai_1,2
conb_1,16
nand2b_1,2
buf_4,15
a21oi_1,12
xnor2_1,4
nand2_1,9
clkdlybuf4s50_1,5
dfxtp_1,18
nor3_1,4
fa_1,2
xor2_1,8
nor2b_1,2
a21o_1,3
ha_1,9
mux2i_1,8
nand3_1,3
clkbuf_8,4
a211oi_2,2
-- logic make-up after synthesis --
group / count (synthesis)
fa+ha+maj: 12
other cells: 1
simple gates: 50
compound gates: 29
buf+inv: 22
xor+xnor: 12
mux: 8
flops: 18
-- what timing repair did --
item / CTS / global route
buffers inserted: 0 / 0
setup endpoints to repair: 2 / 4
gates cloned: 0 / 0
pin swaps: 0 / 1
hold endpoints to repair: 0 / 0
resized: 2 / 2
No activity file was given, so power comes from the tool's default toggle rates.
