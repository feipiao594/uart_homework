File: flow/run.sh
#!/bin/bash
# OpenROAD 26Q1-2900-gdf79404cd8, Yosys 0.63+post, stock flow scripts
make -C /OpenROAD-flow-scripts/flow DESIGN_CONFIG=/design/flow/config.mk WORK_HOME=/design/flow/orfs finish
File: flow/config.mk
export PLATFORM = sky130hd
export DESIGN_NAME = sender
export DESIGN_NICKNAME = sender
export VERILOG_FILES = /design/flow/design.v
export SDC_FILE = /design/flow/constraint.sdc
export NUM_CORES = 4
export LEC_CHECK = 1
export CORE_UTILIZATION = 30
File: flow/constraint.sdc
current_design sender

set clk_period 3.2
set clk_io_pct 0.2

create_clock -name clk0 -period $clk_period [get_ports {clk}]

set non_clock_inputs [all_inputs -no_clocks]
set_input_delay [expr $clk_period * $clk_io_pct] -clock clk0 $non_clock_inputs
set_output_delay [expr $clk_period * $clk_io_pct] -clock clk0 [all_outputs]
File: flow/design.v
module sender (
    input  wire       clk,
    input  wire       rst_n,     
    input  wire       txEn,
    input  wire       txStart,
    input  wire [7:0] in_data,
    output reg        tx,
    output reg        txBusy,
    output reg        txDone
);
  reg [9:0] shift_reg;
  reg [3:0] bit_cnt;
  parameter IDLE = 2'b00;
  parameter START = 2'b01;
  parameter DATA = 2'b10;
  parameter STOP = 2'b11;
  reg [1:0] state;
  wire baud_tick;
  baudrate_generator baud_gen (
      .clk(clk),
      .rst_n(rst_n),
      .clk_freq(32'd50000000),   
      .baud_tick(baud_tick)
  );
  always @(posedge clk) begin
    if (!rst_n || !txEn) begin
      state     <= IDLE;
      tx        <= 1'b1;
      txBusy    <= 1'b0;
      txDone    <= 1'b0;
      shift_reg <= 10'b0;
      bit_cnt   <= 0;
    end else begin   
      case (state)
        IDLE: begin
          txBusy <= 1'b0;
          txDone <= 1'b0;
          tx     <= 1'b1;
          if (txStart) begin
            shift_reg <= {1'b0, in_data, 1'b1};   
            bit_cnt   <= 0;
            txBusy    <= 1'b1;
            state     <= START;
          end
        end
        START: begin
          if (baud_tick) begin
            tx        <= shift_reg[9];
            shift_reg <= {shift_reg[8:0], 1'b0};
            state     <= DATA;
          end
        end
        DATA: begin
          if (baud_tick) begin
            tx        <= shift_reg[9];
            shift_reg <= {shift_reg[8:0], 1'b0};
            bit_cnt   <= bit_cnt + 1;
            if (bit_cnt == 7) state <= STOP;
          end
        end
        STOP: begin
          if (baud_tick) begin
            tx     <= 1'b1;
            txBusy <= 1'b0;
            txDone <= 1'b1;
            state  <= IDLE;
          end
        end
      endcase
    end
  end
endmodule
module baudrate_generator (
    input  wire        clk,        
    input  wire        rst_n,      
    input  wire [31:0] clk_freq,   
    output reg         baud_tick   
);
  parameter TARGET_BAUD = 115200;   
  reg [31:0] baud_div;   
  reg [31:0] counter;   
  always @(posedge clk or negedge rst_n) begin
    if (!rst_n) begin
      baud_div  <= 0;
      counter   <= 0;
      baud_tick <= 0;
    end else begin
      baud_div <= clk_freq / TARGET_BAUD;   
      if (counter == baud_div - 1) begin
        counter   <= 0;
        baud_tick <= 1'b1;   
      end else begin
        counter   <= counter + 1;
        baud_tick <= 1'b0;
      end
    end
  end
endmodule
==> results.ini <==
[critical_path]
crit_buf_inv = 0
cp_cell_sequence = and4_1, and3_1, and4_1, o2111a_1, nor2_1
slowest_stage = o2111a_1
criticalPathCategory = register to register
crit_top_cell = and4_1
cp.required_ns = 3.36
critPathLaunchType = register
arrival_ns = 2.32
cp_top_family = simple AND/OR/NAND/NOR gates
slowest_delay_ns = 0.66
cp_max_fo = 18
end_kind = register

[detailed_routing]
antenna_left = 0
antenna_cells = 0
via_per_inst = 4.87
wl_mm = 4.79
drtIter0Drc = 79
remaining_drc_errors = 0
dr.pass1.iters = 4
routedWlPerCell_um = 11.9
via_count = 1962

[floorplanning]
fp-utilization = 0.316
io_pins = 15
num_rows = 33
core_um2 = 8340
die_w_um = 95.7
die_area_um2 = 9160
dieHeight_um = 95.7

[status]
status = finished clean

[clocking]
htree_levels = 2
clkSlewWorstSetupHoldPaths_ns = 0.10
clkSinkCount = 55
root_buffer = clkbuf_8
clock.latency.late_pin_ns = 0.30
cts_setup_buffers = 0
cts_hold_buf = 0
cts_max_path_buffers = 2
ctsResizeCount = 0
cts_buffers = 5
cts_tree = done

[grt]
antenna_found_initial = 0
track_usage = 0.117
grt_pass1_vias = 1842
grt_pass1_wl_mm = 8.31
grt_max_degree = 24
grt_overflow_total = 0

[cells_and_area]
regArea_um2 = 1270
logic_area_um2 = 1280
syn2layout_area_growth_pct = 12.9
mostFrequentLayoutCell = nor2_1
final_cell_mix = nor2_1, dfrtp_1, nand2_1
fill_cells = 857
utilization = 0.357
fin_area_um2 = 2970
drive_gt1_frac = 0.0604
largest_reg_flops = 32

[sta]
slew_headroom = 0.507
rsz0062_at_grt = no
maxSlewViolCount = 0
tns_ns = 0
min_period_over_period = 0.675
layout_min_cycle_time_ns = 2.16
setup_slack_ns = 1.04
timing.hold.ws_ns = 0.483
setup_viol = 0
max_slew.worst_pin.slew_ns = 0.734
skew_ns = 0.00756
hold_viol = 0
max_freq_mhz = 463

[yosys]
synth_cell_types = 41
yosysWarningCount = 2
syn_inst = 284
edf_count = 0
synth_seq_share = 0.482
synth_area_leader_cell = dfrtp_1
syn_avg_cell_area_um2 = 9.28
ys_async_sr_fraction = 0.618
yosys_cells = 284
ff_type = dfrtp_1
yosysChipArea_um2 = 2640
top_cells_by_area = dfrtp_1, dfxtp_1, nor2_1, xnor2_1, xor2_1
numSynthFlops = 55
syn_area_um2 = 2640
synth_top_area_share = 0.323

[pwr]
p_leak_uw = 0.00124
p_per_area_nw_per_um2 = 405
peakVddDrop_v = 0.000234

[placed_design]
port_buffers = 14
hpwlAfterDp_mm = 3.25
place.gp.congestion = 0.797
placedInstanceArea_um2 = 2870
post-place-ws_ns = 0.761

[worst_hold_path]
hp-class = register to register

[run]
warnings = 25
maxCapViolCount = 0

## metrics by stage
step | total power (uW) | std cells
2_1_floorplan | 758 | 284
3_3_place_gp | 792 | 395
3_5_place_dp | 793 | 395
4_1_cts | 1220 | 403
5_1_grt | 1250 | 403
6_report | 1200 | 403
## cells by family after synthesis
| kind of cell | count (synthesis) | synth area share |
|---|---|---|
| DFF | 55 | 0.482 |
| adders and majority gates | 2 | 0.00950 |
| muxes | 1 | 0.00427 |
| other | 1 | 0.00142 |
| xor gates and xnor gates | 32 | 0.106 |
| and+or+nand+nor | 137 | 0.267 |
| buffers and inverters | 17 | 0.0309 |
| AOI/OAI and AO/OA | 39 | 0.0983 |
## path summary, 6_finish.rpt
| path | start | to | slack, ns | cells past startpoint |
|---|---|---|---|---|
| max in group asynchronous | rst_n | baud_gen.counter[9] | 1.81 | 2 |
| worst min register to register | tx | tx | 0.48 | 2 |
| min in group asynchronous | rst_n | baud_gen.counter[25] | 0.69 | 1 |
| worst max-delay path | baud_gen.counter[16] | baud_gen.counter[12] | 1.04 | 5 |
| worst max register to register | baud_gen.counter[16] | baud_gen.counter[12] | 1.04 | 5 |
| worst min-delay path | tx | tx | 0.48 | 2 |
## layout make-up
| class | count | share of cell area |
|---|---|---|
| multi-input combinational | 212 | 0.431 |
| sequential | 55 | 0.427 |
| clock inverter | 2 | 0.00463 |
| timing repair buffer | 16 | 0.0522 |
| inverter | 7 | 0.00883 |
| clock buffer | 6 | 0.0316 |
| tap | 105 | 0.0442 |
## metal layers
layer | part of all wire | GRT usage | vias up | wire length [um]
li1 | - | - | 1016 | -
met1 | 0.53 | 0.184 | 916 | 2520
met2 | 0.43 | 0.178 | 25 | 2050
met3 | 0.038 | 0.0209 | 5 | 180
met4 | 0.0079 | 0.0124 | 0 | 38
met5 | 0 | 0 | - | 0
## report_power, final
group	internal, uW	leakage, uW	total, uW	switching [uW]
registers	700	0.000634	707	7.82
logic	31.8	0.000552	69.8	37.9
clock network	202	0.0000563	427	225
## worst register-to-register path, delay by kind of cell, from the launching register on
family,cells,cell delay [ns]
flops,1,0.45
compound gates,1,0.66
simple gates,4,0.91
## cells in the mapped netlist (3+ instances only)
master and number:
inv_1 7, nand3_1 16, nand2_1 27, xnor2_1 18
and2_1 3, o21ai_0 13, dfxtp_1 21, and4_1 5
nand2b_1 4, a311oi_1 8, or3_1 3, nor3_1 4
nor4_1 4, clkbuf_1 6, nor2_1 46, a21oi_1 7
xor2_1 14, and3_1 5, dfrtp_1 34, nand4_1 11
No activity file was given, so power comes from the tool's default toggle rates.
